File: design/flow/run.sh
#!/bin/bash
# OpenROAD 26Q1-2900-gdf79404cd8, Yosys 0.63+post, stock flow scripts
make -C /OpenROAD-flow-scripts/flow DESIGN_CONFIG=/design/flow/config.mk WORK_HOME=/design/flow/orfs finish
File: design/flow/config.mk
export PLATFORM = sky130hd
export DESIGN_NAME = regfile32x32
export DESIGN_NICKNAME = regfile32x32
export VERILOG_FILES = /design/flow/design.v
export SDC_FILE = /design/flow/constraint.sdc
export NUM_CORES = 4
export LEC_CHECK = 1
export CORE_UTILIZATION = 30
File: design/flow/constraint.sdc
current_design regfile32x32

set clk_period 5.7
set clk_io_pct 0.2

create_clock -name clk0 -period $clk_period [get_ports {clk}]

set non_clock_inputs [all_inputs -no_clocks]
set_input_delay [expr $clk_period * $clk_io_pct] -clock clk0 $non_clock_inputs
set_output_delay [expr $clk_period * $clk_io_pct] -clock clk0 [all_outputs]
File: design/flow/design.v
module regfile32x32 (
	input  logic       we,
	input  logic       clk,
	input  logic [ 4:0] readaddr1,
	input  logic [ 4:0] readaddr2,
	input  logic [ 4:0] writeaddr,
	output logic [31:0] readdata1,
	output logic [31:0] readdata2,
	input  logic [31:0] writedata);
	logic [31:0] mem[31:0];
	assign readdata1 = readaddr1 == 5'b0 ? 32'b0 :
			readaddr1 == writeaddr && we ? writedata : mem[readaddr1];
	assign readdata2 = readaddr2 == 5'b0 ? 32'b0 :
			readaddr2 == writeaddr && we ? writedata : mem[readaddr2];
	always_ff @(posedge clk) begin
		if (we) mem[writeaddr] <= writedata;
	end
endmodule
==> GITHUB_STEP_SUMMARY <==
## Synthesis and layout report

| Metric | Value |
|---|---|
| Grt total ovfl | `0` |
| H-tree Lvls | `3` |
| Largest stage delay, worst path | `0.75 ns` |
| Area leader, netlist | `edfxtp_1` |
| # Cells Yosys | `2543` |
| Setup Viol. Count Final | `0` |
| Main flop type after synthesis | `edfxtp_1` |
| Antenna violations before repair | `12` |
| Mapped Cells | `2543` |
| Register bit count reported by yosys | `1024` |
| Fillers | `14400` |
| Tmin final | `5.27 ns` |
| Cell area leaders | `edfxtp_1 (64%), mux4_2 (19%), mux2i_1 (4.5%), a22oi_1 (2.2%), o221ai_1 (1.2%)` |
| Startpoint types | `input port` |
| Post-Synth XOR/XNOR Area | `0.00184` |
| All-layer global routing usage | `0.210` |
| Worst EP required | `4.56 ns` |
| Top cell area share | `0.645` |
| Max FFs per register | `1024` |
| Post-Route WL | `158000 µm` |
| Fraction of layout cells with a size suffix above 1 | `0.295` |
| Syn. warnings | `1` |
| Biggest register | `mem` |
| Tool Warnings | `26` |
| CTS tree | `yes` |
| Clk slew on worst S/H paths | `0.06 ns` |
| Pwr dens | `305 mW/mm²` |
| Routed Antenna Nets | `0` |
| IO Port Bufs | `112` |
| RSZ-0062 raised after global routing | `no` |
| First-pass GRT wire length | `224000 µm` |
| # DRC | `0` |
| Via/cell ratio | `5.76` |
| P&R area growth vs syn | `17.3%` |
| Die W | `401 µm` |
| Final Hold Fails | `0` |
| CTS max path bufs | `3` |
| Post-DP HPWL | `91100 µm` |
| Max-Cap Viols | `0` |
| Top cells excl fill/tap | `edfxtp_1 (1024), mux4_2 (408), mux2i_1 (215)` |
| Core area | `0.157 mm²` |
| Tcrit/Tclk final | `0.925` |
| Row cnt | `145` |
| Max Clk Rate | `0.190 GHz` |
| Num CTS Buffers | `103` |
| Die H | `401 µm` |
| Worst path bufs/invs | `3` |
| Crit-path leading delay family | `buffers and inverters` |
| Hold slack | `1.24 ns` |
| Simple share | `0.0195` |
| Routed length per instance | `32.4 µm` |
| Fraction of registers with async set or reset after synthesis | `0` |
| CTS Sinks | `1024` |
| Crit-path slowest cell | `and2_2` |
| Post-cts sizing count | `0` |
| Crit path capture type | `output port` |
| Total vias in the final route | `28100` |
| Leakage | `17.7 nW` |
| Synth Area per Inst | `18.8 µm²` |
| Critical path type | `input port to output port` |
| Post-Synthesis Cell Area | `0.0477 mm²` |
| FP Util | `0.304` |
| Worst Path Max Fanout | `35` |
| Area reported by Yosys stat | `0.0477 mm²` |
| Post-synth EDFFs | `1024` |
| Post-Synth Adder-Cell Area | `0` |
| Commonest Layout Cell | `edfxtp_1` |
| Setup tns final | `0 ns` |
| Biggest regs | `mem: 1024 flops` |
| Clk root buf | `clkbuf_16` |
| Worst path arrival time | `4.13 ns` |
| DR iter-0 viols | `1845` |
| Synth mux share | `0.243` |
| Comb area leader | `multiplexers` |
| Synth Seq Share | `0.645` |
| Distinct lib cells | `52` |
| Aoi share | `0.0686` |
| Post-CTS Setup Inserts | `0` |
| Outcome | `finished, final reports clean` |
| Slew headroom | `0.435` |
| VDD IR max | `0.231 mV` |
| Largest net degree at the start of global routing | `70` |
| Placer Congestion | `0.877` |
| Worst-margin pin slew | `0.846 ns` |
| Worst Hold Class | `input port to register` |
| CTS Hold Bufs | `0` |
| Pins over their slew limit | `0` |
| Crit path cell chain | `buf_4 > and2_2 > buf_4 > a22oi_1 > a211oi_1 > a21oi_1 > o2bb2ai_1 > clkdlybuf4s50_1` |
| Most frequent CP cell | `buf_4` |
| TritonRoute pass-1 iters | `7` |
| I/O pin total | `113` |
| Total die area | `0.161 mm²` |
| Vias in the first global route | `31200` |
[synth_stat cells, types with 3 or more instances]
cell	number
a2111oi_0	6
a211oi_1	16
a21oi_1	105
a221oi_1	8
a22o_1	5
a22oi_1	139
a311oi_1	4
a32o_1	32
and2_1	3
and3_1	3
buf_1	16
buf_2	70
buf_4	16
buf_6	13
clkbuf_1	104
edfxtp_1	1024
mux2_2	18
mux2i_1	215
mux4_2	408
nand2_1	100
nand2b_1	10
nand3_1	5
nand3b_1	7
nor2_1	43
nor2b_1	6
nor3_1	3
nor4b_1	3
o2111ai_1	6
o211ai_1	9
o21a_1	7
o21ai_0	11
o221ai_1	65
o22ai_1	11
o2bb2ai_1	16
or3b_2	4
xnor2_1	6
xor2_1	4
[metal layers]
metal | share of wire | wire length (µm) | track usage | up-vias
met1 | 0.31 | 48900 | 0.222 | 14200
met2 | 0.46 | 73400 | 0.314 | 2124
met4 | 0.035 | 5590 | 0.0595 | 32
met3 | 0.19 | 29900 | 0.175 | 342
met5 | 0.0024 | 382 | 0.0137 | -
li1 | - | - | - | 11400
[worst paths after layout]
check | startpoint | to | depth (start not counted) | slack [ns]
max | readaddr1[2] | readdata1[0] | 8 | 0.43
min | writedata[6] | mem[3][6] | 1 | 1.24
[cell families after synthesis]
logic type,after synthesis
compound gates,446
xor+xnor,10
buf+inv,221
flops,1024
mux,643
simple gates,199
[report_power, final]
group	switching, mW	total, mW	internal [mW]
registers	0.0351	8.41	8.38
logic	0.899	1.60	0.701
clock network	2.92	7.04	4.12
[area by class of cell]
type | count | area [µm²] | share of cell area
tap | 2058 | 2570 | 0.0460
multi-input combinational | 1298 | 16200 | 0.289
timing repair buffer | 301 | 2960 | 0.0530
antenna | 3 | 7.51 | 0.000134
sequential | 1024 | 30700 | 0.549
clock inverter | 61 | 691 | 0.0123
clock buffer | 128 | 2780 | 0.0496
inverter | 2 | 7.51 | 0.000134
[metrics by stage]
step	cell area (µm²)	cells	util	total power, mW	setup WS [ns]
6_report	56000	4875	0.356	17.1	0.425
5_1_grt	56000	4874	0.356	17.5	0.271
3_3_place_gp	52500	4683	0.334	10.2	0.481
2_1_floorplan	47700	2543	-	9.42	1.76
3_5_place_dp	52500	4683	0.334	10.2	0.507
4_1_cts	56000	4872	0.356	17.1	0.489
Power is estimated from default activity; no workload was simulated.
