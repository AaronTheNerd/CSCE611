`flow/run.sh`:
```
#!/bin/bash
# OpenROAD 26Q1-2900-gdf79404cd8, Yosys 0.63+post, stock flow scripts
make -C /OpenROAD-flow-scripts/flow DESIGN_CONFIG=/design/flow/config.mk WORK_HOME=/design/flow/orfs finish
```
`flow/config.mk`:
```
export PLATFORM = sky130hd
export DESIGN_NAME = instruction_decoding
export DESIGN_NICKNAME = instruction_decoding
export VERILOG_FILES = /design/flow/design.v
export SDC_FILE = /design/flow/constraint.sdc
export NUM_CORES = 4
export LEC_CHECK = 1
export CORE_AREA = 10 10 72 72
export DIE_AREA = 0 0 82 82
```
`flow/constraint.sdc`:
```
current_design instruction_decoding

set clk_period 2.3
set clk_io_pct 0.2

create_clock -name clk0 -period $clk_period

set non_clock_inputs [all_inputs -no_clocks]
set_input_delay [expr $clk_period * $clk_io_pct] -clock clk0 $non_clock_inputs
set_output_delay [expr $clk_period * $clk_io_pct] -clock clk0 [all_outputs]
```
`flow/design.v`:
```
module instruction_decoding(input logic [31:0] risc_v_command, 
                            output logic [2:0] instruction_type,
                            output logic [6:0] opcode,
                            output logic [4:0] rd,
                            output logic [2:0] funct3,
                            output logic [4:0] rs1,
                            output logic [4:0] rs2,
                            output logic [6:0] funct7,
                            output logic [31:0] imm_I,
                            output logic [31:0] imm_U,
                            output logic [12:0] imm_B,
                            output logic [20:0] imm_J);
    assign opcode = risc_v_command[6:0];
    assign rd = risc_v_command[11:7];
    assign funct3 = risc_v_command[14:12];
    assign rs1 = risc_v_command[19:15];
    assign rs2 = risc_v_command[24:20];
    assign funct7 = risc_v_command[31:25];
    assign imm_I = {{20{risc_v_command[31]}}, risc_v_command[31:20]};
    assign imm_U = {risc_v_command[31:12], 12'b0};
    assign imm_B = {risc_v_command[31], risc_v_command[7], risc_v_command[30:25], risc_v_command[11:8], 1'b0};
    assign imm_J = {risc_v_command[31], risc_v_command[19:12], risc_v_command[20], risc_v_command[30:21], 1'b0};
    assign instruction_type =
        (opcode == 7'b0110011) ? 3'b001 :  
        (opcode == 7'b0010011) ? 3'b010 :  
        (opcode == 7'b0110111) ? 3'b011 :  
        (opcode == 7'b1110011) ? 3'b100 :  
        (opcode == 7'b1100011) ? 3'b101 :  
        (opcode == 7'b1101111) ? 3'b110 :  
        (opcode == 7'b1100111) ? 3'b111 : 3'b000;  
endmodule
```
==> impl_metrics.yaml <==
# generated from flow reports
status:
  run_status: "finished clean"
global_route:
  grt_pass1_vias: 307
  gr-total-overflow: 0
  grt_max_degree: 26
  antenna_found_initial: 0
  grt_pass1_wl_um: 1680
  track_usage_pct: 3.10
placed_design:
  dp.cells: 94
  place_area_um2: 398
  io_buffers: 17
  hpwl_um: 1150
  finalWeightedCongestion: 0.753
power_and_ir_drop:
  powerDensity_nw_per_um2: 105
  p_sw_uw: 13.2
  vdd_drop_max_mv: 0.0129
  internal_power_uw: 28.4
  seqPwrFrac_pct: 0
  leakagePower_uw: 0.000165
  pwr-share-clk_pct: 0
  power_switching_share_pct: 31.7
  combPwrFrac_pct: 100.0
  total_power_uw: 41.6
synth:
  yosysUniqueCellTypes: 12
  ys_chip_area_um2: 1070
  yosys_warnings: 0
  yosysMostFrequentCell: "buf_4"
  syn-instance-count: 143
  syn-mean-instance-area_um2: 7.50
  yosys-stat-cells: 143
  top_cell_area_share_pct: 91.0
  syn_area_um2: 1070
  ys_top_cells_by_count: "buf_4, nand2_1, nor3b_2"
  synthTopCellsByArea: "buf_4, nor3b_2, mux2_4"
  synth_seq_share_pct: 0
  largest_area_cell: "buf_4"
route:
  ant_nets: 0
  vias_per_cell: 3.18
  wl_per_cell_um: 14.2
  dr.pass1.iters: 2
  num_antenna_cells: 0
  drc: 0
  vias: 299
  routed_wl_um: 1330
  drt-initial-drc-count: 2
worst_setup_path:
  crit_required_ns: 1.84
  critPathKind: "input port to output port"
  path_max_fanout: 3
  end_kind: "output port"
  cp-start-kind: "input port"
  worst_ep_arrival_time_ns: 1.77
final_layout:
  fin_cells: 94
  regArea_um2: 0
  final_util_pct: 10.7
  final_area_um2: 395
  clkbuf_count: 0
  area_growth_pct: -63.1
  drive_gt1_share_pct: 15.2
  flop-count: 0
final_timing:
  rsz0062_at_grt: "no"
  setup_violations: 0
  min_period_ns: 2.23
  fmax_mhz: 449
  tns_ns: 0
  hold_viol: 0
  fin_crit_sh_pct: 96.8
  maxSlewViolCount: 0
floorplanning:
  io_pins: 165
  core_util_floorplan_pct: 29.1
  die_h_um: 82
  core-area_um2: 3690
  die_w_um: 82
  die_area_um2: 6720
  row_count: 22
hold_path:
  hold_path.class: "input port to output port"
  hold_end: "funct3[1]"
  min_from: "risc_v_command[13]"
  hold_depth: 0
flow_run:
  warning_count: 32
  maxCapViolCount: 0
cts:
  ctsHoldBuffers: 0
  cts_setup_buffers: 0
power by group through the flow:
stage | logic (uW) | clock network [uW] | registers, uW
after CTS | 43.3 | 0 | 0
after global routing | 46.3 | 0 | 0
final | 41.6 | 0 | 0
layout make-up:
type	instances	area [um2]
Fill cell	447	3290
Multi-Input combinational cell	26	145
Tap cell	48	60.1
Timing Repair Buffer	20	190
layer usage:
layer  global-route usage (%)  up-vias  wire (um)  share of wire [%]
met5                        0        -          0                  0
met4                     4.59        0        161                 12
met3                     3.63       27        423                 32
met2                     3.45       72        390                 29
met1                     2.19      101        357                 27
li1                         -       99          -                  -
layout by cell type (no fill, tap or decap):
cell type / count
nand2_1: 2
buf_4: 3
nor2_1: 1
dlymetal6s2s_1: 1
o211ai_1: 1
nand3_1: 1
nor2b_1: 1
mux2_4: 1
a21oi_2: 1
conb_1: 14
clkdlybuf4s50_1: 12
dlygate4sd2_1: 4
xnor2_1: 1
nor3b_2: 2
nor3_1: 1
stage by stage:
stage                     hold slack [ns]  worst slack, ns
final                               0.920           0.0728
after floorplan                     0.936            0.972
after global placement              0.920           -0.125
after CTS                           0.920           0.0256
after global routing                0.920           0.0154
after detailed placement            0.920           -0.124
worst max-delay path by stage:
stage                  from                   to  cells past startpoint  slack (ns)
6_report  risc_v_command[1]  instruction_type[0]                      4        0.07
4_1_cts   risc_v_command[5]  instruction_type[0]                      4        0.03
5_1_grt   risc_v_command[0]  instruction_type[0]                      4        0.02
logic make-up (layout without fill, tap and decap cells):
logic type | count (synthesis) | in the layout | share of synthesized area (%)
buf+inv | 130 | 20 | 91.0
other cells | 1 | 14 | 0.350
mux | 1 | 1 | 1.40
simple gates | 8 | 8 | 4.90
compound gates | 2 | 2 | 1.52
xor+xnor | 1 | 1 | 0.817
timing repair:
item                                    in CTS  in global routing
endpoints found under the setup margin       2                  3
gates resized                                4                  1
pin swaps                                    2                  0
worst max-delay path, stage by stage:
cell	delay, ns
clkdlybuf4s50_1	0.50
nand3_1	0.13
nor3_1	0.19
clkdlybuf4s50_1	0.49
No activity file was given, so power comes from the tool's default toggle rates.
