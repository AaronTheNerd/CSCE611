==> design/flow/design.v <==
module alu(
	input logic  [31:0] A,
	input logic  [31:0] B,
	input logic  [ 3:0] op,
	output logic [31:0] R,
	output logic zero
);
logic [31:0] mulls, mullu, mulhu, mulhs;
logic [ 4:0] shamt;
logic [31:0] shifted;
assign zero = R==32'd0 ? 1'b1 : 1'b0;
assign {mulhu, mullu}  = A*B;
assign {mulhs, mulls}  = $signed(A)*$signed(B);
assign shamt = B[4:0];
always_comb begin
	shifted = A;
	if (shamt[0]) shifted = {{1{A[31]}},shifted[31:1]};
	if (shamt[1]) shifted = {{2{A[31]}},shifted[31:2]};
	if (shamt[2]) shifted = {{4{A[31]}},shifted[31:4]};
	if (shamt[3]) shifted = {{8{A[31]}},shifted[31:8]};
	if (shamt[4]) shifted = {{16{A[31]}},shifted[31:16]};
end
assign R =
	(op == 4'b0000) ? A & B :
	(op == 4'b0001) ? A | B :
	(op == 4'b0010) ? A ^ B :
	(op == 4'b0011) ? A + B :
	(op == 4'b0100) ? A - B :
	(op == 4'b0101) ? mulls :
	(op == 4'b0110) ? mulhs :
	(op == 4'b0111) ? mulhu :
	(op == 4'b1000) ? A << shamt :
	(op == 4'b1001) ? A >> shamt :
	(op == 4'b1010) ? shifted :
	(op == 4'b1011) ? shifted :
	(op == 4'b1100) ? ($signed(A) < $signed(B)) :
	(op == 4'b1101) ? (A < B) :
	(op == 4'b1110) ? (A < B) : (A < B);
endmodule
==> design/flow/run.sh <==
#!/bin/bash
# OpenROAD 26Q1-2900-gdf79404cd8, Yosys 0.63+post, stock flow scripts
make -C /OpenROAD-flow-scripts/flow DESIGN_CONFIG=/design/flow/config.mk WORK_HOME=/design/flow/orfs finish
==> design/flow/config.mk <==
export PLATFORM = sky130hd
export DESIGN_NAME = alu
export DESIGN_NICKNAME = alu
export VERILOG_FILES = /design/flow/design.v
export SDC_FILE = /design/flow/constraint.sdc
export NUM_CORES = 4
export LEC_CHECK = 1
export CORE_UTILIZATION = 30
==> design/flow/constraint.sdc <==
current_design alu

set clk_period 41.6
set clk_io_pct 0.2

create_clock -name clk0 -period $clk_period

set non_clock_inputs [all_inputs -no_clocks]
set_input_delay [expr $clk_period * $clk_io_pct] -clock clk0 $non_clock_inputs
set_output_delay [expr $clk_period * $clk_io_pct] -clock clk0 [all_outputs]
==> impl_metrics.csv <==
group,metric,value,unit
critical_path,end_kind,"output port",
synthesis,yosys_warnings,1,
critical_path,slowest_delay,0.89,ns
pwr,power_switching,21.4,mW
worst_hold_path,min_from,"op[1]",
critical_path,arrival,20.65,ns
synthesis,ys_cells,7272,
cts,cts_resized,0,
floorplanning,die_h,454,um
worst_hold_path,hold_depth,7,
critical_path,critPathMostFrequentCell,"fa_1",
floorplanning,ios,101,
final_timing,slew_headroom,7.96,%
grt,grt_pass1_wl,451,mm
layout,final_cell_area,66400,um^2
floorplanning,fp-row-count,165,
synthesis,yosysUniqueCellTypes,94,
place,gp_congestion,1.15,
final_timing,finalMaxSlewViolations,0,
drt,wl,319,mm
flow_run,drv_cap,0,
floorplanning,fp_util,30.3,%
critical_path,worst_setup_path_start_kind,"input pin",
grt,antenna_found_initial,29,
drt,ant_nets,0,
pwr,peakVddDrop,0.667,mV
pwr,power_density,475,nW/um^2
flow_run,warnings,99,
layout,synthToLayoutAreaGrowth,8.13,%
floorplanning,fp.dieW,454,um
critical_path,path_buffers,10,
critical_path,critPathRequiredTime,33.28,ns
place,hpwl,263,mm
drt,drt-initial-drc-count,3914,
final_timing,setup_viol,0,
drt,avgRoutedWirePerCell,32.1,um
layout,fillers,21100,
pwr,p_leak,32.3,nW
synthesis,synthesis.instances,7272,
critical_path,critPathSlowestCell,"o21ai_0",
cts,cts_hold_buf,0,
floorplanning,dieArea,207000,um^2
final_timing,timing.final.crit_share,69.6,%
drt,drt_first_pass_iters,6,
floorplanning,core-area,203000,um^2
synthesis,synth_area,61400,um^2
grt,grt.total_usage,33.2,%
layout,flop-count,0,
grt,grt_max_degree,64,
critical_path,crit_family,"adder cells",
cts,cts_setup_buffers,0,
final_timing,fmax,0.0345,GHz
worst_hold_path,hp-class,"in -> out",
final_timing,rsz0062_at_grt,"no",
drt,drc,0,
critical_path,criticalPathCategory,"in -> out",
layout,flop_area,0,um^2
critical_path,cp_max_fo,18,
final_timing,hold_viol,0,
status,status,"completed",
pwr,p_int,10.2,mW
layout,final.clkbuf_count,0,
final_timing,worstMarginPinSlew,1.37,ns
synthesis,yosys.stat.seqShare,0,%
layout,drive_above_1_share,5.73,%
drt,viasPerCell,5.43,
grt,grt_pass1_vias,58500,
synthesis,post_synth.cell_area_avg,8.45,um^2
synthesis,yosys_area,61400,um^2
final_timing,min_period,28.97,ns
worst_hold_path,hold_end,"R[14]",
grt,grt-ovfl-total,0,
place,portBuffers,101,
final_timing,tns,0,ns
pwr,p_sw_share,67.8,%
place,place_area,66400,um^2
drt,num_vias,54100,
==> cells by family after synthesis <==
kind of cell | synth area share (%)
AND-OR/OR-AND | 11.3
XOR/XNOR | 1.30
adder cells (fa/ha/maj) | 57.8
buffers and inverters | 12.7
multiplexers | 3.26
AND/OR/NAND/NOR | 13.5
==> cell usage after synthesis, types with 59 or more instances <==
cell / number / share of area, %
a21o_1: 59 / 0.72
a21oi_1: 287 / 2.3
buf_1: 70 / 0.43
clkbuf_1: 280 / 1.7
fa_1: 1473 / 48
ha_1: 483 / 9.8
inv_1: 1655 / 10
mux2i_1: 67 / 1.1
nand2_1: 772 / 4.7
nand3_1: 76 / 0.62
nor2_1: 786 / 4.8
nor3_1: 77 / 0.63
o21ai_0: 211 / 1.7
==> per-layer routing <==
metal,vias to the layer above,wire length [um],track usage (%)
met5,-,598,0.956
met4,24,25000,19.4
met3,761,37800,14.8
met2,2947,140000,48.1
met1,27700,116000,41.3
li1,22700,-,-
==> worst max path at each step <==
stage | depth (start not counted) | start | slack [ns] | end
finish | 32 | A[10] | 12.63 | zero
global route | 33 | B[11] | 12.58 | zero
CTS | 33 | B[11] | 13.01 | zero
==> per-stage QoR <==
step	utilization, %	setup WS [ns]	power [mW]	instances	hold slack, ns
floorplan	-	15.57	18.5	7272	17.01
global placement	32.7	12.73	30.7	9937	18.04
detailed placement	32.7	13.03	30.4	9938	18.05
CTS	32.7	13.01	30.7	9938	18.05
global route	32.7	12.58	33.6	9939	18.08
finish	32.8	12.63	31.6	9961	18.02
==> cell type report <==
| type | count | area, um^2 | area share [%] |
|---|---|---|---|
| diodes | 23 | 57.6 | 0.0867 |
| multi-input cells | 5210 | 53600 | 80.8 |
| repair buffers | 377 | 3070 | 4.62 |
| well taps | 2672 | 3340 | 5.03 |
| inverters | 1679 | 6300 | 9.49 |
==> placed cells by master (no fill, tap or decap), drive strengths merged, types with 31 or more instances in the layout <==
cell type and count:
xnor2 56, nand2 772, a21o 59, mux2i 67
nor3 77, o22ai 39, mux2 34, fa 1473
nor4 38, and3 31, a31oi 41, nor2 786
nand4 49, buf 285, o21ai 217, mux4 42
ha 483, o211ai 47, a21oi 287, clkdlybuf4s50 92
a211oi 57, xor2 35, inv 1658, nand3 76
Power and IR drop assume default switching activity.
